==> flow/design.v <==
`timescale 1ns / 1ps
module ac_reg (
    input acLD, CLK, acINR, acCLR,
          AND, ADD, CMA, CME, CIR,
          CIL, CLE,
    input [15:0] inAC,
    input [15:0] DR,
    output reg [15:0] AC,
    output reg E
);
    wire [15:0] inr16, sum;
    wire cout;
    assign inr16 = acINR ? 16'b0000000000000001 : 16'b0;
    assign {cout, sum} = inr16 + AC;
    initial begin
        AC = 12'b0;
        E=0;
     end
    always @(posedge CLK) begin
        if (acCLR) begin
            AC <= 16'b0;  
        end else begin
            if (acLD) begin
                AC <= inAC;  
            end else begin
                if (acINR) begin
                    AC <= sum;  
                    E <= cout;  
                end else begin
                    if (AND) begin
                        AC <= AC & DR;  
                    end else begin
                        if (ADD) begin
                            {E, AC} <= AC + DR;  
                        end else begin
                            if (CLE) begin
                                E <= 1'b0;  
                            end else begin
                                if (CMA) begin
                                    AC <= ~AC;  
                                end else begin
                                    if (CME) begin
                                        E <= ~E;  
                                    end else begin
                                        if (CIR || CIL) begin
                                            E <= E;  
                                        end
                                    end
                                end
                            end
                        end
                    end
                end
            end
        end
    end
endmodule
==> flow/run.sh <==
#!/bin/bash
# OpenROAD 26Q1-2900-gdf79404cd8, Yosys 0.63+post, stock flow scripts
make -C /OpenROAD-flow-scripts/flow DESIGN_CONFIG=/design/flow/config.mk WORK_HOME=/design/flow/orfs finish
==> flow/config.mk <==
export PLATFORM = sky130hd
export DESIGN_NAME = ac_reg
export DESIGN_NICKNAME = ac_reg
export VERILOG_FILES = /design/flow/design.v
export SDC_FILE = /design/flow/constraint.sdc
export NUM_CORES = 4
export LEC_CHECK = 1
export CORE_UTILIZATION = 30
==> flow/constraint.sdc <==
current_design ac_reg

set clk_period 6.1
set clk_io_pct 0.2

create_clock -name clk0 -period $clk_period [get_ports {CLK}]

set non_clock_inputs [all_inputs -no_clocks]
set_input_delay [expr $clk_period * $clk_io_pct] -clock clk0 $non_clock_inputs
set_output_delay [expr $clk_period * $clk_io_pct] -clock clk0 [all_outputs]
==> results_slide.txt <==
Run Summary

Timing
  – Min Tclk post-route: between 3000 and 4000 ps
  – Final slew viol count: 0
  – RSZ-0062 raised after global routing: false
  – Max_slew headroom: 0.4451
  – Clk_skew: 1.396 ps
  – Final hold viol count: 0
  – Worst Tran Pin Value: 829.8 ps
  – Total negative slack: 0 ps
  – Final setup vio count: 0
  – Fmax: 268.9 MHz
  – Tcrit/Tclk final: 0.6097

Power and ir drop
  – Gate power share: 0.472
  – Sw Share: 0.3803
  – Sequential fraction of design power: 0.318
  – Leakage: ~1.2 nW
  – Clock share of power: 0.211
  – Internal Pwr Total: 275.6 uW
  – Pwr dens: between 100 and 150 nW/um^2
  – NetSw: 169.1 uW
  – VDD IR max: 81.58 uV

Place
  – Routability cong.: a little under 0.9
  – I/O Buffers: around 57
  – Placed wire-length estimate: about 5500 um

Setup path
  – Setup crit start: DR[0]
  – CP max stage delay: approximately 420 ps
  – Endpoint class of the critical path: flip-flop
  – Worst r2r src: AC[0]
  – Reg2reg setup slack: 3370 ps
  – CP max FO: 4
  – Cell Chain, Critical Path: clkdlybuf4s50_1, ha_1, fa_1, a21o_1, a221oi_2, o21ai_2, a221oi_4, mux2i_1, o22ai_2
  – Crit start category: input port
  – CP bufs+invs: 1
  – R2R cell count: 8
  – WS Path Type: in2reg
  – RR Endpoint: AC[14]
  – Worst setup path endpoint: AC[14]
  – Delay-heaviest family, CP: AND-OR/OR-AND gates
  – Critical path depth: 9
  – CP required: 6250 ps
  – Crit path DAT: 3870 ps
  – Slowest cell on crit path: fa_1

Synth
  – Seq cells post-synth: 17
  – Mapped Avg Cell Area: 7.200 um^2
  – Yosys cell count: roughly 330
  – EDFF count, synth: 1
  – Post-synthesis cell type count: between 60 and 70
  – Synthesized cell area: roughly 2300 um^2
  – Sequential element share of the synthesized area: 0.1493
  – Synthesis Warnings: 1
  – Synthesis area per yosys: 2347 um^2
  – Synth async-reset ratio: 0
  – Main synth FF type: dfxtp_1
  – Number of cells produced by synthesis: ~330

Global routing
  – Largest net degree at the start of global routing: 36
  – First-pass GRT wire length: between 10000 and 15000 um
  – Number of global-route vias before repair: roughly 2500
  – Antenna violations before repair: 0
  – Congestion Overflow GR: 0
  – Total GRT Usage: 0.1911

CTS
  – Setup Buffers After CTS: 0
  – CTS clk-pin slew, worst paths: about 80 ps
  – CTS Hold Buffers Added: 0
  – CTS tree: built
  – CTS H-tree depth: 1
  – Root Buffer: clkbuf_8
  – TritonCTS buffer count: 3
  – Post_cts resized: 0
  – Clk buf depth: 2
  – Clock sinks: 17
  – Late-Pin Clk Latency: about 260 ps

Status
  – Outcome: finished, final reports clean

Route
  – Vias post-DR: ~2700
  – Drt drc: 0
  – Iter 0 DRT Violations: 139
  – Vias per cell: roughly 5.7
  – DRT antenna net count: 0
  – ANT cells: 0
  – Detailed Routing Iterations Pass 1: 4
  – WL per Instance: approximately 16 um
  – Routed wire length: between 7000 and 8000 um

Floorplanning
  – CORE AREA: about 7400 um^2
  – Row Count: 31
  – Die Span Y: between 90 and 100 um
  – DIE AREA: 8182 um^2
  – Fp_density: 0.3168
  – Die width: roughly 90 um
  – Io pins: roughly 60

Flow run
  – MaxCap Viol Count: 0
  – Tool warnings: 27

Worst hold path
  – Worst Hold Depth: 2
  – Hold Path Class: reg2reg

Layout
  – Layout cell share with drive strength beyond 1: 0.04558
  – Final core utilization: 0.4109
  – Area grow syn2layout: 29.69%
-- cell usage in the layout, fill, tap and decap left out, types with 6 or more instances in the layout --
master           netlist  final
xor2_1                 7      7
clkdlybuf4s50_1        0     57
nor3_1                 8      8
o21ai_0               15     15
nor2b_1                8      8
nor2_1                28     28
dfxtp_1               16     16
xnor2_1                9      9
a211oi_1              12     12
ha_1                  17     17
a21oi_1               31     31
nand3_1               12     12
nand2b_1               7      7
o211ai_1               6      6
a31oi_1                7      7
inv_1                 11     11
nand2_1               31     31
-- tightest hold or removal path, stage by stage (launching register included) --
cell,delay [ps]
dfxtp_1,380
nand2_1,90
a211oi_1,60
-- flip-flops by register name (all words and copies together), names as in the netlist --
signal / count
AC: 16
E: 1
-- synthesized netlist by cell type (6+ instances only) --
| cell type | n | share of area |
|---|---|---|
| a21oi_1 | 31 | 0.066 |
| nand2_1 | 31 | 0.050 |
| nor2_1 | 28 | 0.045 |
| ha_1 | 17 | 0.091 |
| dfxtp_1 | 16 | 0.14 |
| o21ai_0 | 15 | 0.032 |
| a211oi_1 | 12 | 0.038 |
| nand3_1 | 12 | 0.026 |
| inv_1 | 11 | 0.018 |
| clkbuf_1 | 9 | 0.014 |
| xnor2_1 | 9 | 0.034 |
| nor2b_1 | 8 | 0.021 |
| nor3_1 | 8 | 0.017 |
| a31oi_1 | 7 | 0.019 |
| nand2b_1 | 7 | 0.019 |
| xor2_1 | 7 | 0.026 |
| o211ai_1 | 6 | 0.019 |
-- final cells by class --
| cell class | instances | area (um^2) |
|---|---|---|
| sequential | 17 | 350.3 |
| timing repair buffer | 62 | 608.1 |
| tap | 99 | 123.9 |
| multi-input combinational | 279 | 1876 |
| fill | 773 | 4364 |
| inverter | 11 | 41.29 |
| clock buffer | 4 | 45.04 |
-- per-stage QoR --
stage	setup slack, ps	power, mW	area, um^2	std cells	hold WS (ps)
finish	2381	0.4448	3044	472	576.3
global route	2237	0.4755	3044	472	618.0
CTS	2382	0.4477	3044	472	587.0
detailed placement	2116	0.3512	2999	468	568.9
global placement	2132	0.3507	2999	468	569.4
floorplan	2860	0.2713	2347	326	487.1
-- routing by layer --
layer	vias up	track usage	wire, um
li1	1328	-	-
met1	1257	0.2845	3712
met2	95	0.3009	3490
met3	10	0.02735	439
met4	0	0.02823	78
met5	-	0	0
-- kinds of logic after synthesis --
family          after synthesis  share of synthesized area
buf+inv                      30                    0.05171
fa+ha+maj                    18                    0.09915
flops                        17                     0.1493
xor+xnor                     16                    0.05970
compound gates              119                     0.3540
simple gates                123                     0.2735
mux                           3                    0.01279
-- power groups by stage --
stage | sequential (mW) | combinational, mW | clock, mW
CTS | 0.141 | 0.209 | 0.0974
global route | 0.144 | 0.233 | 0.0991
finish | 0.141 | 0.210 | 0.0937
-- worst min path at each step --
stage          from     to  slack [ps]
CTS           AC[4]  AC[4]         590
global route  AC[5]  AC[5]         620
finish        AC[5]  AC[5]         580
Power is estimated from default activity; no workload was simulated.
