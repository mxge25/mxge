`design.v`:
```
module dr_reg(
    input drLD, CLK, drINR, drCLR,
    input [15:0] inDR,
    output reg [15:0] DR
);
wire [15:0] inr16, sum;
wire cout;
assign inr16 = drINR ? 16'b0000000000000001 : 16'b0;
assign {cout, sum} = inr16 + DR;
initial DR = 16'b0;
always @(posedge CLK or posedge drCLR) begin
    if (drCLR) begin
        DR <= 16'b0;
    end else begin
        if (drLD) begin
            DR <= inDR;
        end else begin
            if (drINR) begin
                DR <= sum;
            end
        end
    end
end
endmodule
```
`run.sh`:
```
#!/bin/bash
# OpenROAD 26Q1-2900-gdf79404cd8, Yosys 0.63+post, stock flow scripts
make -C /OpenROAD-flow-scripts/flow DESIGN_CONFIG=/design/flow/config.mk WORK_HOME=/design/flow/orfs finish
```
`config.mk`:
```
export PLATFORM = sky130hd
export DESIGN_NAME = dr_reg
export DESIGN_NICKNAME = dr_reg
export VERILOG_FILES = /design/flow/design.v
export SDC_FILE = /design/flow/constraint.sdc
export NUM_CORES = 4
export LEC_CHECK = 1
export CORE_AREA = 10 10 101 101
export DIE_AREA = 0 0 111 111
```
`constraint.sdc`:
```
current_design dr_reg

set clk_period 3.2
set clk_io_pct 0.2

create_clock -name clk0 -period $clk_period [get_ports {CLK}]

set non_clock_inputs [all_inputs -no_clocks]
set_input_delay [expr $clk_period * $clk_io_pct] -clock clk0 $non_clock_inputs
set_output_delay [expr $clk_period * $clk_io_pct] -clock clk0 [all_outputs]
```
==> Table 3: Implementation characteristics <==
Summary of implementation characteristics

Parameter                              Value

Run status
  Run status .................. finished clean

Global routing
  Global-route wire length before repair .................. about 4700 um
  Vias in the first global route .................. slightly below 900
  Initial antenna violation count .................. 0
  Met2 global-route usage .................. about 7.7%
  Met1 Resource Use GR .................. a little under 6%
  GR Overflow Total .................. 0
  Total GRT Usage .................. under 10%
  Global routing's busiest layer .................. met2
  Global-route met3 utilization .................. 1.752%
  Maximum number of pins on one net before global-route repair .................. 35

Place
  Post-place instance area .................. between 0.001 and 0.0015 mm^2
  Final weighted congestion in routability-driven placement .................. 0.7128
  IO Port Bufs .................. 35
  Final HPWL DP .................. 2307 um

Synthesis
  Warnings from Yosys .................. 1
  Post-synthesis cell count .................. slightly above 100
  Count of unique library cells instantiated by Yosys .................. 27
  Cell taking the most area after synthesis .................. dfrtp_1
  Portion of the post-synthesis area used by sequential elements .................. 43.13%
  Most numerous cell types in the synthesized netlist .................. 17 x nand2_1, 16 x dfrtp_1, 14 x o21ai_0, 8 x nand3_1, 6 x xnor2_1
  Number of flops mapped to enable cells by yosys .................. 0
  Total cells reported by yosys after synthesis .................. roughly 100
  Prevailing post-synth register cell .................. dfrtp_1
  Mean instance size in the synthesized netlist .................. around 9.1 um^2
  Synth area leaders .................. dfrtp_1 43%, o21ai_0 7.5%, nand2_1 6.9%, xnor2_1 5.7%, xor2_1 4.7%
  Async set-reset flop share out of synthesis .................. 100.0%
  Summed standard-cell area reported by yosys .................. 928.4 um^2
  Netlist area before placement .................. just over 900 um^2
  FF+latch count, synth .................. 16
  Area leader share .................. ~43%
  Most popular library cell in the synthesized design by count .................. nand2_1

Clock network
  Clock Tree Root .................. clkbuf_8
  Cts bufs inserted .................. 3
  Setup bufs post-CTS .................. 0
  Clock sinks .................. 16
  Latest clock arrival within the worst-skew pair .................. about 0.25 ns
  CTS H-Tree Depth .................. 1
  Maximum number of buffers from clock root to sink .................. 2
  Clock tree from TritonCTS .................. done
  PostCTS Resize Cnt .................. 0
  CTS hold repair buffers .................. 0
  Clock Pin Slew Worst Setup and Hold Paths .................. 0.06 ns

Setup path
  Launch point of the critical path .................. drINR
  Biggest fanout along the worst timing path .................. 7
  Startpoint types .................. primary input
  Worst Path Required .................. between 3 and 4 ns
  Critical path's most frequent cell .................. ha_1
  Slack of the worst reg-to-reg path .................. between 1 and 1.5 ns
  Critical path endpoint category .................. flop
  CP peak stage delay .................. 0.61 ns
  Startpoint-to-endpoint class of the critical path .................. in2reg
  CP max stage cell .................. clkdlybuf4s50_1
  Critical R2R Launch .................. DR[0]$_DFFE_PP0P_
  R2R depth .................. 6
  R2R Path End .................. DR[14]$_DFFE_PP0P_
  Worst setup path endpoint .................. DR[14]$_DFFE_PP0P_
  Arr. time, crit path .................. 2.70 ns
  CP cell instances .................. clkdlybuf4s50_1, ha_1, ha_1, and4_1, nand3_4, or4_1, nand3_1

Final timing
  Number of pins with negative max-slew slack in the final report .................. 0
  Count of final hold-check violations .................. 0
  Slew headroom .................. roughly three fifths
  Final critical delay including setup and external delays .................. 2.513 ns
  Maximum clock rate .................. around 0.40 GHz
  Number of setup violations in the final report .................. 0
  Final Skew .................. 0.001879 ns
  Final period utilization .................. approximately four fifths
  Unrepaired setup endpoints after global routing .................. false
  Final-layout worst hold slack .................. between 0.6 and 0.7 ns
  Post-route setup TNS .................. 0 ns
  Worst Tran Pin Value .................. a little over 0.6 ns

Floorplan
  Core Footprint .................. ~0.008 mm^2
  Top-Level Pins .................. 36
  Width of the chip .................. roughly 110 um
  Row cnt .................. 33
  Initial standard-cell utilization of the core .................. 11.41%
  Die outline area .................. about 0.012 mm^2
  Die Height .................. 111 um

Pwr
  Worst IR drop on VDD .................. about 0.16 mV
  Net load switching power .................. approximately 130 uW
  Static power due to leakage .................. 0.0005379 uW
  Power density relative to cell area .................. 371.7 mW/mm^2
  Switching Fraction .................. 24.37%
  Power share of the clock group .................. about 33%
  Relative contribution of combinational cells to total power .................. 21.1%
  Internal power .................. roughly 410 uW
  Reg power frac .................. roughly 46%

Drt
  Ant diodes .................. 0
  Detailed-route DRC error count .................. 0
  Antenna Violating Nets Remaining .................. 0
  Routed wire length per instance .................. between 10 and 15 um
  Violation count after the first detailed-route iteration .................. 20
  Total Routed Length .................. 2858 um
  Via count normalized by instance count .................. around 3.4
  Detailed-routing iteration count for the pre-antenna-repair pass .................. 4
  Vias after detailed routing .................. 814

Job
  Number of max-capacitance violations reported .................. 0
  Tool warnings .................. 25

Cells and area
  Design Area, Final .................. 0.001443 mm^2
  Largest registers ranked by flip-flop count .................. DR: 16 flops
  Area added between synthesis and finish .................. 55.39%
  Flip-flop count of the largest register, all copies and words added .................. 16
  Largest reg by FF count .................. DR
  Ratio of cells with drive above 1 in the final layout .................. under 10%

Min path
  Hold/Removal Path Class .................. reg2reg
[critical path: cells and delay by family]
family	cells	cell delay, ns
and+or+nand+nor	4	1.02
buffers and inverters	1	0.61
adders and majority gates	2	0.42
[final cells by class]
class,instances,area [um^2]
Tap cell,105,131.4
Fill cell,905,6691
Inverter,4,15.01
Clock buffer,4,55.05
Multi-Input combinational cell,77,483.0
Timing Repair Buffer,36,357.8
Sequential cell,16,400.4
[kinds of logic (layout without fill, tap and decap cells)]
logic type,count (synthesis),after routing,synth area share [%]
buffers and inverters,9,44,4.851
adder cells (fa/ha/maj),2,2,2.695
AND/OR/NAND/NOR,45,45,26.55
flip-flops,16,16,43.13
AND-OR/OR-AND,17,17,10.24
multiplexers,2,2,2.156
XOR/XNOR,11,11,10.38
[layer usage]
layer  vias up  routed length, um  part of all wire (%)
li1        432                  -                     -
met1       356               1303                    46
met2        24               1323                    46
met3         2                212                   7.4
met4         0                 19                  0.66
met5         -                  0                     0
[power groups by stage]
stage	combinational (uW)	sequential (uW)	clock, uW
after CTS	118	247	186
after global routing	130	251	191
final	113	247	176
[how the worst min path moves through the flow]
stage	start	endpoint	slack [ns]	cells past startpoint
finish	DR[0]$_DFFE_PP0P_	DR[0]$_DFFE_PP0P_	0.60	2
global route	DR[14]$_DFFE_PP0P_	DR[14]$_DFFE_PP0P_	0.67	2
CTS	DR[0]$_DFFE_PP0P_	DR[0]$_DFFE_PP0P_	0.61	2
[cell usage in the layout, fill, tap and decap left out]
cell and n:
a311o_1 1, or4_1 1, nor2_1 2, nand2b_1 1, nor3_1 1, dfrtp_1 16, nand2_1 17, nor2b_1 1
and2_1 1, mux2i_1 2, clkdlybuf4s50_1 35, ha_1 2, and4_1 3, o21ai_0 14, a31oi_1 1, nand3_4 1
nand3_1 8, o31a_1 1, nand4_1 4, nor3_2 1, inv_1 4, nor4_1 2, xor2_1 5, and3_1 2
xnor2_1 6, clkbuf_8 4, buf_4 1
[per-stage QoR]
stage                     setup slack [ns]  utilization [%]  power [uW]  instances
after global routing                0.5862            17.74       572.5        242
after CTS                           0.6873            17.74       551.4        242
final                               0.6866            17.74       536.2        242
after global placement              0.5118            17.06       366.3        238
after floorplan                      1.251                -       286.6        102
after detailed placement            0.4690            17.06       367.7        238
Power is estimated from default activity; no workload was simulated.
