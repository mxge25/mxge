[./design.v]
`timescale 1ns / 1ps
module pc_reg (
    input pcLD, CLK, pcINR, pcCLR,
          ISZ, SPA, SNA, SZA, SZE,
    input [15:0] inPC,
    input [15:0] AC,
    input [15:0] DR,
    input E,
    output reg [11:0] PC
);
    wire [11:0] inr16, sum;
    wire cout;
    assign inr16 = 12'b000000000001 ;
    assign {cout, sum} = inr16 + PC;
    initial PC = 12'b0;
    always @(posedge CLK) begin
        if (pcCLR) begin
            PC <= 12'b0;  
        end else begin
            if (pcLD) begin
                PC <= inPC;  
            end else begin
                if (pcINR) begin
                    PC <= sum;  
                end else begin
                    if (ISZ && (DR == 16'h0000)) begin
                        PC <= sum;  
                    end else begin
                        if (SPA && (AC[15] == 0)) begin
                            PC <= sum;  
                        end else begin
                            if (SNA && (AC[15] == 1)) begin
                                PC <= sum;  
                            end else begin
                                if (SZA && (AC == 16'h0000)) begin
                                    PC <= sum;  
                                end else begin
                                    if (SZE && (E == 0)) begin
                                        PC <= sum;  
                                    end
                                end
                            end
                        end
                    end
                end
            end
        end
    end
endmodule
[./run.sh]
#!/bin/bash
# OpenROAD 26Q1-2900-gdf79404cd8, Yosys 0.63+post, stock flow scripts
make -C /OpenROAD-flow-scripts/flow DESIGN_CONFIG=/design/flow/config.mk WORK_HOME=/design/flow/orfs finish
[./config.mk]
export PLATFORM = sky130hd
export DESIGN_NAME = pc_reg
export DESIGN_NICKNAME = pc_reg
export VERILOG_FILES = /design/flow/design.v
export SDC_FILE = /design/flow/constraint.sdc
export NUM_CORES = 4
export LEC_CHECK = 1
export CORE_AREA = 10 10 76 76
export DIE_AREA = 0 0 86 86
[./constraint.sdc]
current_design pc_reg

set clk_period 4.8
set clk_io_pct 0.2

create_clock -name clk0 -period $clk_period [get_ports {CLK}]

set non_clock_inputs [all_inputs -no_clocks]
set_input_delay [expr $clk_period * $clk_io_pct] -clock clk0 $non_clock_inputs
set_output_delay [expr $clk_period * $clk_io_pct] -clock clk0 [all_outputs]
==> impl_metrics.toml <==
# implementation run metrics
[drt]
totalWireLength_um = 3550
drtIter0Drc = 65
vias = 1107
dr.pass1.iters = 4
drt-vias-per-instance = 4.81
diodes = 0
antenna_left = 0
drc = 0
wl_per_cell_um = 15.4

[worst_setup_path]
rr_worst_depth = 6
cp_max_fo = 13
crit_path_end = "PC[10]"
rrSetupSlack_ps = 3060
critPathKind = "input port to flop"
worstSetupStartpoint = "AC[15]"
worst_ep_required_time_ps = 4940
arrival_ps = 3180
end_kind = "flop"
regToRegEndpoint = "PC[10]"
r2r_start = "PC[0]"
start_kind = "input port"

[flow_run]
tool_warnings = 29
maxCapViolations = 0

[status]
status = "finished clean"

[sta]
setup_viol = 0
period_needed_ps = 3040
slew_headroom = 0.567
finalHoldViolCount = 0
maxSlewViolCount = 0
setup-tns-final_ps = 0
fmax_mhz = 329
setup_ws_ps = 1760
rsz0062_at_grt = "no"
period_used_share = 0.632
fin_skew_ps = 1.77
worstMarginPinSlew_ps = 647

[synth]
ys_chip_area_um2 = 998
edf_count = 0
synth_area_um2 = 998
synth_area_per_cell_um2 = 8.68
netlist_instances = 115
yosysWarnings = 1
synth-seq-cells = 12
ys_cells = 115
ff_type = "dfxtp_1"
ys_seq_frac = 0.241
synthArstFlopShare = 0
ys_types = 41

[layout]
largest_reg_flops = 12
fillers = 396
areaGrowthSynthToFinish_pct = 71.6
reg.largest.list = "PC: 12 flops"
final_layout_size_suffix_gt1_frac = 0.117
regMostFlops = "PC"
final_common_cell = "clkdlybuf4s50_1"
most-common-layout-cells = "clkdlybuf4s50_1, dfxtp_1, inv_1"

[grt]
grtUsageTotal = 0.0938
grt_max_degree = 28
antenna_found_initial = 0
grt_pass1_wl_um = 5790
grt_pass1_vias = 1144
grt.overflow.total = 0

[power]
p_total_w = 0.000334
ir_worst_vdd_uv = 73.9
power_leakage_nw = 0.627
p_per_area_nw_per_um2 = 195

[cts]
cts_setup_buffers = 0
cts_tree = "done"
clk_pin_slew_ps = 50
cts_max_level = 1
holdBufCountCts = 0
cts_resized = 0
clkSinkCount = 12
cts_buffer_depth = 2
cts-root-buf = "clkbuf_8"
clk_latency_ps = 240
cts_buffers = 3

[die]
io-pin-count = 70
die_h_um = 86
die_w_um = 86
core_um2 = 4120
row_count = 23
die_area_um2 = 7400
initCoreUtil = 0.243

[place]
hpwlAfterDp_um = 2880
io_buffers = 65
finalWeightedCongestion = 0.834
pre_cts_ws_ps = 1510

[hold_path]
hold_path.class = "flop to flop"
hold_depth = 2
min_from = "PC[11]"
## per-stage QoR
| stage | hold slack (ps) | util | cell area [µm²] | instances |
|---|---|---|---|---|
| finish | 492 | 0.416 | 1710 | 230 |
| global route | 539 | 0.416 | 1710 | 230 |
| CTS | 498 | 0.416 | 1710 | 230 |
| detailed placement | 489 | 0.403 | 1660 | 226 |
| global placement | 482 | 0.403 | 1660 | 226 |
| floorplan | 443 | - | 998 | 115 |
## where the power goes
group	internal [W]	switching, W
logic	0.0000714	0.0000320
clock network	0.0000725	0.0000381
registers	0.000109	0.0000116
## final cells by class
class | instances | area, µm² | area share
multi-input cells | 84 | 637 | 0.372
repair buffers | 68 | 673 | 0.393
flip-flops and latches | 12 | 240 | 0.140
clock buffers | 4 | 55.1 | 0.0321
inverters | 12 | 45.0 | 0.0263
well taps | 50 | 62.6 | 0.0365
## critical path, cell delays in order
cell and delay [ps]:
clkdlybuf4s50_1 520, mux2_4 330, a2111oi_4 320, o41ai_2 120
buf_4 190, or2_1 420, a221oi_1 310
## how the worst min path moves through the flow
stage / to / slack [ps]
4_1_cts: PC[11] / 500
5_1_grt: PC[11] / 540
6_report: PC[11] / 490
## logic make-up (layout without fill, tap and decap cells)
| family | count (synthesis) | in the layout | share of synthesized area |
|---|---|---|---|
| compound gates | 33 | 33 | 0.306 |
| xor+xnor | 3 | 3 | 0.0263 |
| fa+ha+maj | 1 | 1 | 0.0125 |
| buf+inv | 19 | 84 | 0.122 |
| flops | 12 | 12 | 0.241 |
| mux | 7 | 7 | 0.0764 |
| simple gates | 40 | 40 | 0.217 |
## cells in the mapped netlist (2+ instances only)
library cell,number,area (µm²)
a221oi_2,5,75.1
nor4b_1,2,17.5
buf_6,2,22.5
nand4_1,3,18.8
nor2_1,7,26.3
nand2_1,10,37.5
o21ai_0,5,25.0
o221ai_1,3,26.3
inv_1,12,45.0
o41ai_1,2,17.5
clkbuf_8,3,41.3
a21oi_1,4,20.0
xor2_1,3,26.3
dfxtp_1,12,240
mux2i_1,5,50.1
nand3_1,3,15.0
o22ai_1,5,31.3
nor4_1,2,12.5
nor3_1,5,25.0
## per-layer routing
| layer | global-route usage | vias to the layer above | wire [µm] |
|---|---|---|---|
| met3 | 0.0276 | 2 | 207 |
| met1 | 0.122 | 513 | 1570 |
| met2 | 0.155 | 24 | 1760 |
| met5 | 0 | - | 0 |
| met4 | 0.00898 | 0 | 8 |
| li1 | - | 568 | - |
Power figures rest on the tool's default switching activity, not on a simulated workload.
